## ./config.mk

```make
export PLATFORM = sky130hd
export DESIGN_NAME = Fake6523
export DESIGN_NICKNAME = Fake6523
export VERILOG_FILES = /design/flow/design.v
export SDC_FILE = /design/flow/constraint.sdc
export NUM_CORES = 4
export LEC_CHECK = 1
export CORE_UTILIZATION = 30
```

## ./constraint.sdc

```tcl
current_design Fake6523

set clk_period 2.6
set clk_io_pct 0.2

create_clock -name clk0 -period $clk_period [get_ports {_cs}]

set non_clock_inputs [all_inputs -no_clocks]
set_input_delay [expr $clk_period * $clk_io_pct] -clock clk0 $non_clock_inputs
set_output_delay [expr $clk_period * $clk_io_pct] -clock clk0 [all_outputs]
```

## ./run.sh

```bash
#!/bin/bash
# OpenROAD 26Q1-2900-gdf79404cd8, Yosys 0.63+post, stock flow scripts
make -C /OpenROAD-flow-scripts/flow DESIGN_CONFIG=/design/flow/config.mk WORK_HOME=/design/flow/orfs finish
```

## ./design.v

```verilog
`timescale 1ns / 1ps
module Fake6523(
                input _reset,
                input [2:0]rs,
                input _write,
                input _cs,
                inout [7:0]data,
                inout [7:0]port_a,
                inout [7:0]port_b,
                inout [7:0]port_c
					);
reg [7:0] data_out;
reg [7:0] ddra;
reg [7:0] pra;
reg [7:0] ddrb;	 
reg [7:0] prb;		 
reg [7:0] ddrc;	 
reg [7:0] prc;		 
assign port_a[0] = ddra[0] ? pra[0] : 1'bz;
assign port_a[1] = ddra[1] ? pra[1] : 1'bz;
assign port_a[2] = ddra[2] ? pra[2] : 1'bz;
assign port_a[3] = ddra[3] ? pra[3] : 1'bz;
assign port_a[4] = ddra[4] ? pra[4] : 1'bz;
assign port_a[5] = ddra[5] ? pra[5] : 1'bz;
assign port_a[6] = ddra[6] ? pra[6] : 1'bz;
assign port_a[7] = ddra[7] ? pra[7] : 1'bz;
assign port_b[0] = ddrb[0] ? prb[0] : 1'bz;
assign port_b[1] = ddrb[1] ? prb[1] : 1'bz;
assign port_b[2] = ddrb[2] ? prb[2] : 1'bz;
assign port_b[3] = ddrb[3] ? prb[3] : 1'bz;
assign port_b[4] = ddrb[4] ? prb[4] : 1'bz;
assign port_b[5] = ddrb[5] ? prb[5] : 1'bz;
assign port_b[6] = ddrb[6] ? prb[6] : 1'bz;
assign port_b[7] = ddrb[7] ? prb[7] : 1'bz;
assign port_c[0] = ddrc[0] ? prc[0] : 1'bz;
assign port_c[1] = ddrc[1] ? prc[1] : 1'bz;
assign port_c[2] = ddrc[2] ? prc[2] : 1'bz;
assign port_c[3] = ddrc[3] ? prc[3] : 1'bz;
assign port_c[4] = ddrc[4] ? prc[4] : 1'bz;
assign port_c[5] = ddrc[5] ? prc[5] : 1'bz;
assign port_c[6] = ddrc[6] ? prc[6] : 1'bz;
assign port_c[7] = ddrc[7] ? prc[7] : 1'bz;
wire drive_data_out = !_cs && _write;
assign data = drive_data_out ? data_out : 8'bz;
always @(posedge _cs) begin
   if (!_write) begin
      case (rs)
         0: pra = data;
         1: prb <= data;
         2: prc <= data;
         3: ddra <= data;
         4: ddrb <= data;
         5: ddrc <= data;
      endcase
   end
end
always @(*) begin
   case (rs)
      0: data_out = port_a;
      1: begin
				data_out[1:0] = port_b[1:0];
				data_out[7:2] = port_b[7:2] & ddrb[7:2];  
			end
      2: begin
				data_out[7:6] = port_c[7:6];
				data_out[5:0] = port_c[5:0] & ddrc[5:0];  
			end
      3: data_out = ddra;
      4: data_out = ddrb;
      5: data_out = ddrc;
      default: data_out = 8'bz;
   endcase
end
endmodule
```

==> impl_metrics.ini <==
; implementation run metrics
[clocking]
cts_buffers = 5
cts_root_buffer = clkbuf_8
post_cts_buffers = 0
cts_resized = 3
ctsHoldBuffers = 0
h-tree-depth = 2
cts_sinks = 48
clockBufferDepth = 2

[synth]
synth.avg_cell_area_um2 = 14.7
ys_sh_mux_pct = 1.35
synthSimpleGateAreaFrac_pct = 10.4
largest_area_cell = edfxtp_1
top_area_share_pct = 73.8
synthesis.area_um2 = 1950
synth_adder_area_share_pct = 0
ff_type = edfxtp_1
edf_count = 48
ys.flops = 48
top_cells_by_area = edfxtp_1 (74%), a21oi_1 (4.1%), nor2_1 (1.9%)
ys_cells = 133
synth_cells = 133
yosys-dominant-comb-family = AND-OR/OR-AND gates
ys_seq_share_pct = 73.8
yosysUniqueCellTypes = 31
ys_chip_area_um2 = 1950
synth_xor_xnor_area_share_pct = 0
ys_sh_aoi_pct = 11.9
async_flop_share_pct = 0
synth_warnings = 27

[placement]
routabilityCongestion = 0.812
post-dp-hpwl_um = 3140
preCtsSetupSlack_ps = -22.9
dpl.cell_count = 239
port_buffers = 4

[die]
pin_count = 38
num_rows = 29
die_y_um = 82.7
fp_util_pct = 30.9
die_w_um = 82.7

[run_status]
status = did not finish
stop_stage = clock tree synthesis (4_1_cts)
first-error = [error] [KeplerFormal.cpp:679] Workflow failed: Iso has multiple drivers: .data0, _106_.Y0
-- synth_stat cells (2+ instances only) --
cell type,number
a211oi_1,2
a21o_1,3
a21oi_1,16
a221oi_1,3
a31oi_1,4
buf_2,3
buf_6,2
edfxtp_1,48
nand2_1,6
nand2b_1,3
nand3_1,6
nor2_1,10
nor2b_1,2
nor3_1,3
nor3b_1,3
o21ai_0,2
o22a_1,2
or3_1,2
-- metrics by stage --
step | util [%] | setup TNS (ps) | hold slack, ps | total power [mW] | cell area (µm²)
3_5_place_dp | 36.1 | -23.1 | 662 | 1.07 | 2280
3_3_place_gp | 36.1 | 0 | 680 | 1.05 | 2280
2_1_floorplan | - | 0 | 612 | 0.993 | 1950
-- cells by family after synthesis --
| kind of cell | Yosys count |
|---|---|
| flops | 48 |
| compound gates | 36 |
| buf+inv | 8 |
| mux | 2 |
| simple gates | 39 |
Power and IR drop assume default switching activity.
